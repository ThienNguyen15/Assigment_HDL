`flow/run.sh`:
```
#!/bin/bash
# OpenROAD 26Q1-2900-gdf79404cd8, Yosys 0.63+post, stock flow scripts
make -C /OpenROAD-flow-scripts/flow DESIGN_CONFIG=/design/flow/config.mk WORK_HOME=/design/flow/orfs finish
```
`flow/config.mk`:
```
export PLATFORM = sky130hd
export DESIGN_NAME = FIFO
export DESIGN_NICKNAME = FIFO
export VERILOG_FILES = /design/flow/design.v
export SDC_FILE = /design/flow/constraint.sdc
export NUM_CORES = 4
export LEC_CHECK = 1
export CORE_UTILIZATION = 30
```
`flow/constraint.sdc`:
```
current_design FIFO

set clk_period 11.8
set clk_io_pct 0.2

create_clock -name clk0 -period $clk_period [get_ports {clk}]

set non_clock_inputs [all_inputs -no_clocks]
set_input_delay [expr $clk_period * $clk_io_pct] -clock clk0 $non_clock_inputs
set_output_delay [expr $clk_period * $clk_io_pct] -clock clk0 [all_outputs]
```
`flow/design.v`:
```
`timescale 1ns / 1ps
module FIFO(clk, rst, wr_en, rd_en, buf_in, buf_out, buf_empty, buf_full, fifo_counter);
input clk, rst, wr_en, rd_en;
input [7:0] buf_in;
output [7:0] buf_out;
output buf_empty, buf_full;
output [6:0] fifo_counter;
reg [7:0] buf_out;
reg buf_empty, buf_full;
reg [6:0] fifo_counter;
reg [5:0] rd_ptr, wr_ptr;
reg [7:0] buf_mem[63:0];
always@ (fifo_counter) begin
    buf_empty = (fifo_counter == 0);  
    buf_full = (fifo_counter == 64);  
end
always @(posedge clk or posedge rst) begin
    if( rst )  
        fifo_counter <= 0;
    else if((!buf_full && wr_en) && (!buf_empty && rd_en))  
        fifo_counter <= fifo_counter;
    else if (!buf_full && wr_en)  
        fifo_counter <= fifo_counter + 1;
    else if (!buf_empty && rd_en)  
        fifo_counter <= fifo_counter - 1;
    else  
        fifo_counter <= fifo_counter;
end
always @(posedge clk or posedge rst) begin
    if (rst)  
        buf_out <= 0;
    else begin
        if (rd_en && !buf_empty)
            buf_out <= buf_mem[rd_ptr];
        else  
            buf_out <= buf_out;
    end
end
always @(posedge clk) begin
    if (!buf_full && wr_en)
        buf_mem[wr_ptr] <= buf_in;
    else
        buf_mem[wr_ptr] <= buf_mem[wr_ptr];
end
always @(posedge clk or posedge rst) begin
    if(rst) begin
        wr_ptr <= 0;
        rd_ptr <= 0;
    end
    else begin
        if (!buf_full && wr_en)  
            wr_ptr <= wr_ptr + 1;
        else  
            wr_ptr <= wr_ptr;
        if (!buf_empty && rd_en)  
            rd_ptr <= rd_ptr + 1;
        else  
            rd_ptr <= rd_ptr;               
    end
end
endmodule
```
==> flow_summary_export.csv <==
group,metric,value,unit
logic_synthesis,syn_area_per_cell,19.2,um^2
job,max_cap_violations,0,
sta,fin_skew,0.00965,ns
sta,finalClockPeriodUsage,42.8,%
die,die_width,269,um
logic_synthesis,ys_seq_share,75.1,%
sta,fmax,198,MHz
sta,hold_violations,0,
die,die_area,72300,um^2
die,num_rows,97,
setup_path,crit_type,"reg -> out",
clock_network,ctsResizeCount,0,
detailed_routing,post_drt_wl_per_cell,22.8,um
sta,fin_setup_tns,0,ns
logic_synthesis,netlist_instances,1111,
clock_network,cts_tree,"yes",
sta,slew_headroom,46.1,%
detailed_routing,ant_nets,0,
setup_path,slowest_delay,0.59,ns
global_route,grt_pass1_vias,11767,
clock_network,hold_buffers,0,
logic_synthesis,syn_area,21400,um^2
die,core_region_area,70300,um^2
placement,dpl.hpwl,30500,um
detailed_routing,wl,48800,um
pwr,peakVddDrop,118,uV
clock_network,cts_root_buf,"clkbuf_16",
die,die_h,269,um
layout,drive_above_1_share,20.4,%
setup_path,cp.required,9.44,ns
global_route,grt_start_max_net_pins,53,
pwr,power.leakage,7.85,nW
setup_path,crit_fanout,5,
global_route,grt_overflow,0,
pwr,fin_total_pwr,5.56,mW
clock_network,clk_pin_slew_worst_paths,0.06,ns
global_route,grt.total_usage,14.9,%
sta,drv_slew,0,
logic_synthesis,ff_type,"edfxtp_1",
global_route,grt_pass1_wl,73500,um
logic_synthesis,yosys_area,21400,um^2
job,warning_count,26,
clock_network,cts_buffers,53,
clock_network,postCtsSetupBuffers,0,
layout,syn_to_final_growth,14.8,%
detailed_routing,drc,0,
clock_network,clk_latency,0.60,ns
setup_path,worst_setup_path_end_kind,"output port",
logic_synthesis,yosysCellCount,1111,
logic_synthesis,synth.distinct_cells,55,
sta,fin_hold_ws,0.525,ns
die,io_pins,29,
logic_synthesis,yosys_warnings,1,
placement,routabilityCongestion,0.863,
detailed_routing,via_per_inst,4.94,
hold_path,hold_path_class,"reg -> reg",
logic_synthesis,synthArstFlopShare,5.01,%
detailed_routing,firstDrtPassIters,5,
clock_network,cts.path.max_buffers,3,
die,fp_util,30.4,%
global_route,grt_antenna_before_repair,0,
sta,post-route-min-period,5.06,ns
setup_path,arrival,2.70,ns
logic_synthesis,edf_count,512,
setup_path,path_buffers,1,
detailed_routing,vias,10572,
setup_path,crit_slowest_cell,"clkdlybuf4s50_1",
status,outcome,"finished, final reports clean",
placement,io_buffers,28,
setup_path,critPathLaunchType,"register",
detailed_routing,drt_iter0_drc,641,
clock_network,numClockSinks,539,
detailed_routing,antenna_cells,0,
setup_path,critical_path.top_delay_family,"simple AND/OR/NAND/NOR gates",
clock_network,htreeDepth,2,
setup_path,path_cells,"or4_4, nor4_1, clkdlybuf4s50_1",
sta,setup_viol,0,
sta,tightest_slew,0.806,ns
sta,rsz0062_at_grt,"false",
pwr,cellPowerDensity,227,nW/um^2
logic_synthesis,ys.flops,539,
## synth_stat cells, types with 10 or more instances
library cell	n	share of area [%]
a211o_1	13	0.53
mux4_2	83	8.7
o22ai_1	15	0.44
xnor2_1	12	0.49
dfrtp_1	27	3.2
inv_1	10	0.18
buf_2	22	0.52
nor2_1	84	1.5
nand2_1	37	0.65
edfxtp_1	512	72
mux2_2	32	1.7
a21oi_1	10	0.23
clkbuf_1	19	0.33
o211ai_1	22	0.77
buf_1	10	0.18
mux2i_1	87	4.1
nand3_1	12	0.28
## worst paths after layout
kind	startpoint	to	cells past startpoint	slack [ns]
setup reg to reg	rd_ptr[0]$_DFFE_PP0P_	buf_out[3]$_DFFE_PP0P_	6	8.10
hold / removal	wr_ptr[2]$_DFFE_PP0P_	wr_ptr[2]$_DFFE_PP0P_	1	0.53
max in group asynchronous	rst	rd_ptr[1]$_DFFE_PP0P_	3	9.32
hold reg to reg	wr_ptr[2]$_DFFE_PP0P_	wr_ptr[2]$_DFFE_PP0P_	1	0.53
setup / recovery	fifo_counter[0]$_DFFE_PP0P_	buf_full	3	6.74
min in group asynchronous	rst	fifo_counter[0]$_DFFE_PP0P_	3	2.14
## kinds of logic after synthesis
logic type | after synthesis | share of synthesized area (%)
AND/OR/NAND/NOR | 160 | 3.33
multiplexers | 202 | 14.5
adder cells (fa/ha/maj) | 9 | 0.562
AND-OR/OR-AND | 114 | 4.23
XOR/XNOR | 16 | 0.726
flip-flops | 539 | 75.1
buffers and inverters | 71 | 1.55
## state kept, by name, indices dropped and copies added (netlist names)
name	flops
buf_mem	512
buf_out	8
fifo_counter	7
rd_ptr	6
wr_ptr	6
## cell type report
class                   count  area, um^2
fillers                  6394       45700
flip-flops and latches    539       16100
multi-input cells         501        4990
clock buffers              58        1390
well taps                 940        1180
clock inverters            40         480
repair buffers             50         405
inverters                  11        41.3
## report_power, final
group | switching (mW) | internal [mW]
clock network | 0.701 | 1.09
registers | 0.154 | 2.21
logic | 0.777 | 0.637
## through the flow
step / setup WS [ns] / utilization, % / instances / area (um^2)
final: 6.74 / 34.9 / 2139 / 24500
after detailed placement: 6.62 / 32.3 / 2041 / 22700
after global placement: 6.66 / 32.3 / 2041 / 22700
after global routing: 6.62 / 34.9 / 2139 / 24500
after CTS: 6.68 / 34.9 / 2139 / 24500
after floorplan: 7.71 / - / 1111 / 21400
## layer usage
layer	GRT usage [%]	share of wire [%]	vias up
met5	0	0	-
met4	3.49	2.7	0
met3	8.80	12	83
met2	24.1	50	526
met1	17.3	35	5348
li1	-	-	4615
## worst register-to-register path, delay by kind of cell, from the launching register on
| family | cells | cell delay, ns |
|---|---|---|
| buffers and inverters | 2 | 1.49 |
| AOI/OAI and AO/OA | 2 | 0.73 |
| muxes | 1 | 0.62 |
| and+or+nand+nor | 1 | 0.12 |
| DFF | 1 | 0.60 |
## cells in the final DEF, fill, tap and decap left out, types with 5 or more instances in the layout
cell and count:
edfxtp_1 512, o2111ai_1 8, nand3b_1 5, xnor2_1 12
clkinv_2 15, a22oi_1 6, dfrtp_1 23, inv_1 10
ha_1 8, mux2i_1 87, clkdlybuf4s50_1 20, mux2_2 32
bufinv_16 11, a21oi_1 10, nand3_1 12, clkinv_1 10
o22ai_1 15, o22a_1 8, buf_2 8, buf_4 22
a221o_1 6, o211ai_1 22, nor2_1 84, nor2b_1 5
a211o_1 13, mux4_2 83, clkbuf_16 55, a221oi_1 8
nand2_1 37
Power and IR drop assume default switching activity.
